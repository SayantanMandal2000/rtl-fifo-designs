### flow/config.mk
export PLATFORM = sky130hd
export DESIGN_NAME = async_fifo
export DESIGN_NICKNAME = async_fifo
export VERILOG_FILES = /design/flow/design.v
export SDC_FILE = /design/flow/constraint.sdc
export NUM_CORES = 4
export LEC_CHECK = 1
export CORE_UTILIZATION = 50
### flow/constraint.sdc
current_design async_fifo

set clk_period 2.3
set clk_io_pct 0.2

create_clock -name clk0 -period $clk_period [get_ports {r_clk}]
create_clock -name clk1 -period $clk_period [get_ports {w_clk}]

set non_clock_inputs [all_inputs -no_clocks]
set_input_delay [expr $clk_period * $clk_io_pct] -clock clk0 $non_clock_inputs
set_output_delay [expr $clk_period * $clk_io_pct] -clock clk0 [all_outputs]
### flow/design.v
`timescale 1ns / 1ps
module async_fifo
#(parameter WIDTH = 4, 
  parameter DEPTH = 8
)
(
    input wire w_clk,           
    input wire  r_clk,            
    input wire rst_n,            
    input wire wr_rq,            
    input wire rd_rq,            
    input wire [WIDTH-1:0] wdata,  
    output wire full,            
    output wire empty,           
    output wire [WIDTH-1:0] rdata  
);
    wire [$clog2(DEPTH)-1:0] waddr;     
    wire [$clog2(DEPTH)-1:0] raddr;     
    wire [$clog2(DEPTH):0] wptr;        
    wire [$clog2(DEPTH):0] rptr;        
    wire [$clog2(DEPTH):0] wsync_ptr2;  
    wire [$clog2(DEPTH):0] rsync_ptr2;  
    sync_r2w #(.DEPTH(DEPTH)) sync_r2w_inst (
        .rptr(rptr),
        .w_clk(w_clk),
        .rst_n(rst_n),
        .wsync_ptr2(wsync_ptr2)
    );
    sync_w2r #(.DEPTH(DEPTH)) sync_w2r_inst (
        .wptr(wptr),
        .r_clk(r_clk),
        .rst_n(rst_n),
        .rsync_ptr2(rsync_ptr2)
    );
    fifo_mem #(.WIDTH(WIDTH), .DEPTH(DEPTH)) fifomem_inst (
        .w_clk(w_clk),
        .r_clk(r_clk),
        .wr_rq(wr_rq),
        .rd_rq(rd_rq),
        .full(full),
        .empty(empty),
        .waddr(waddr),
        .raddr(raddr),
        .wdata(wdata),
        .rdata(rdata)
    );
    full #(.WIDTH(WIDTH), .DEPTH(DEPTH)) full_inst (
        .w_clk(w_clk),
        .rst_n(rst_n),
        .wr_rq(wr_rq),
        .wsync_ptr2(wsync_ptr2),
        .waddr(waddr),
        .wptr(wptr),
        .full(full)
    );
    empty #(.WIDTH(WIDTH), .DEPTH(DEPTH)) empty_inst (
        .r_clk(r_clk),
        .rst_n(rst_n),
        .rd_rq(rd_rq),
        .rsync_ptr2(rsync_ptr2),
        .raddr(raddr),
        .rptr(rptr),
        .empty(empty)
    );
endmodule
`timescale 1ns / 1ps
module empty
#(
    parameter WIDTH = 4,   
    parameter DEPTH = 8  
)
(
    input wire r_clk,             
    input wire rst_n,              
    input wire rd_rq,              
    input wire [$clog2(DEPTH):0] rsync_ptr2, 
    output reg [$clog2(DEPTH)-1:0] raddr,    
    output reg [$clog2(DEPTH):0] rptr,       
    output reg empty                          
    );
    reg [$clog2(DEPTH):0] bin, binnext, graynext;
    reg emptyn;
    always @(posedge r_clk or negedge rst_n) begin
        if (!rst_n) begin
            rptr <= 'd0;       
            bin <= 'd0;        
            empty <= 1;       
        end else begin
            rptr <= graynext;  
            bin <= binnext;    
            empty <= emptyn;   
        end
    end
    always @(*) begin
        raddr = bin[$clog2(DEPTH)-1:0];          
        binnext = bin + (~empty & rd_rq);        
        graynext = (binnext >> 1) ^ binnext;     
        emptyn = (graynext == rsync_ptr2);       
    end
endmodule
`timescale 1ns / 1ps
module fifo_mem 
#(
  parameter WIDTH = 4,   
  parameter DEPTH = 8    
)
(
    input wire w_clk,r_clk,
    input wire wr_rq,
    input wire rd_rq,
    input wire full,
    input wire empty,
    input wire [$clog2(DEPTH)-1:0] waddr,
    input wire [$clog2(DEPTH)-1:0] raddr,
    input wire [WIDTH-1:0] wdata,
    output reg [WIDTH-1:0] rdata
    );
    reg [WIDTH-1:0] fifo [0:DEPTH-1];    
    always @(posedge w_clk) begin
        if (wr_rq && !full) begin
            fifo[waddr] <= wdata;
        end
    end
    always @(posedge r_clk) begin
        if (rd_rq && !empty) begin
            rdata <= fifo[raddr];
        end 
        else begin
            rdata = {WIDTH{1'b0}};
        end
    end
endmodule
`timescale 1ns / 1ps
module full
#(parameter WIDTH = 4,
  parameter DEPTH = 8)
(
    input wire w_clk,
    input wire rst_n,
    input wire wr_rq,
    input wire [$clog2(DEPTH):0] wsync_ptr2,
    output reg [$clog2(DEPTH)-1:0] waddr,
    output reg [$clog2(DEPTH):0] wptr,
    output reg full
    );
    reg [$clog2(DEPTH):0] bin, binnext, graynext;
    reg fulln;
    always @(posedge w_clk or negedge rst_n) begin
        if (!rst_n) begin
            wptr <= 'd0;
            bin <= 'd0;
            full <= 0;
        end 
        else begin
            wptr <= graynext; 
            bin <= binnext;  
            full <= fulln;    
        end
    end
    always @(*) begin
        waddr = bin[$clog2(DEPTH)-1:0];        
        binnext = bin + (~full & wr_rq);       
        graynext = (binnext >> 1) ^ binnext;   
        fulln = (graynext == {~wsync_ptr2[$clog2(DEPTH):$clog2(DEPTH)-1], wsync_ptr2[$clog2(DEPTH)-2:0]});
    end
endmodule
`timescale 1ns / 1ps
module sync_r2w #(parameter DEPTH = 8) (
    input wire w_clk,               
    input wire rst_n,               
    input wire [$clog2(DEPTH):0] rptr, 
    output reg [$clog2(DEPTH):0] wsync_ptr2 
    );
    reg [$clog2(DEPTH):0] wsync_ptr1;
    always @(posedge w_clk or negedge rst_n) begin
        if (!rst_n) begin
            wsync_ptr1 <= 'd0;
            wsync_ptr2 <= 'd0;
        end
        else begin
            wsync_ptr1 <= rptr;
            wsync_ptr2 <= wsync_ptr1;
        end
    end
endmodule
`timescale 1ns / 1ps
module sync_w2r #(parameter DEPTH = 8) (
    input wire r_clk,               
    input wire rst_n,              
    input wire [$clog2(DEPTH):0] wptr,  
    output reg [$clog2(DEPTH):0] rsync_ptr2 
    );
    reg [$clog2(DEPTH):0] rsync_ptr1;
    always @(posedge r_clk or negedge rst_n) begin
        if (!rst_n) begin
            rsync_ptr1 <= 'd0;
            rsync_ptr2 <= 'd0;
        end 
        else begin
            rsync_ptr1 <= wptr;
            rsync_ptr2 <= rsync_ptr1;
        end
    end
endmodule
### flow/run.sh
#!/bin/bash
# OpenROAD 26Q1-2900-gdf79404cd8, Yosys 0.63+post, stock flow scripts
make -C /OpenROAD-flow-scripts/flow DESIGN_CONFIG=/design/flow/config.mk WORK_HOME=/design/flow/orfs finish
==> impl_metrics.toml <==
# synthesis and place-and-route metrics
[run_status]
status = "finished clean"

[critical_path]
worstRegToRegCells = 7
crit_type = "in -> reg"
required_ps = 2490
critPathMaxFanout = 2
cp-start-kind = "input pin"
cp-end-kind = "flip-flop"
worst_ep_arrival_time_ps = 2410

[logic_synthesis]
ys.flop_type = "edfxtp_1"
ys.flops = 68
synthXorXnorAreaFrac_pct = 7.36
top_cell_area_share_pct = 36.9
synth.most_common_cell = "edfxtp_1"
compound_area_share_pct = 2.74
syn_avg_cell_area_um2 = 15.9
ys_seq_share_pct = 70.8
yosysCellCount = 164
async_flop_share_pct = 47.1
largest_area_cell = "edfxtp_1"
synth.distinct_cells = 29
syn_inst = 164
muxShareOfSynthArea_pct = 8.46
fa_ha_area_share_pct = 1.92
topCombFamilyByArea = "multiplexers"
synthesis.area_um2 = 2600
ys_warn_count = 5
ys_sh_simple_pct = 7.31
edf_count = 32
synthTopCellsByCount = "32 x edfxtp_1, 31 x dfrtp_1, 17 x nor2_1"
ys_area_um2 = 2600
netlist_top_cells_area = "edfxtp_1 37%, dfrtp_1 30%, mux4_2 6.9%"

[die]
die_x_um = 74.1
dieArea_um2 = 5500
dieHeight_um = 74.1
fp_util_pct = 53.3
pin_count = 15
core_um2 = 4880
rows = 25

[layout]
synthToLayoutAreaGrowth_pct = 20.8
fin_util_pct = 64.4
fin_cells = 264
drive_gt1_share_pct = 22.3

[pwr]
p_per_area_nw_per_um2 = 1420
p_leak_nw = 1.20
ir_drop_uv = 856

[worst_hold_path]
min_path_type = "reg -> reg"
hold_depth = 0

[global_route]
grt_pass1_vias = 1346
grt_max_degree = 33
overflow = 0
track_usage_pct = 18.7
grt_antenna_before_repair = 0
grt_first_pass_wirelength_mm = 6.82

[clock_tree]
cts_setup_buffers = 0
clock_sinks = 68
cts.clk_slew.worst_paths_ps = 80
cts_hold_buf = 0
tritoncts = "built"

[detailed_routing]
first_pass_iters = 4
vias = 1314
routed_wl_mm = 4.12
diodes = 0
first_iter_violations = 42
viasPerCell = 4.98
antenna_left = 0
wl_per_cell_um = 15.6
post-route-drc-count = 0

[timing]
hold_viol = 0
final_max_slew_viol_count = 0
relSlewSlack_pct = 70.6
fin_worst_skew_ps = 2.93
timing.final.ws_setup_ps = 85.9
final-setup-viol-count = 0
holdWs_ps = 310
worst_pin_slew_ps = 440
rsz0062_at_grt = "false"

[job]
cap_viol_max_count = 0
log.warning_count = 27

[place]
placedCellCount = 252
post-dp-hpwl_mm = 2.79
io_buffer_count = 13
place.gp.congestion = 0.792
dp_slack_ps = -335
==> worst max-delay path: stages <==
cell	delay, ps
clkdlybuf4s50_1	400
nor2b_4	140
ha_4	170
ha_4	250
nand2b_4	110
a21oi_2	50
o21a_1	180
or3b_4	380
a2111oi_4	270
==> path summary, 6_finish.rpt <==
path | startpoint | end | slack, ps
worst max-delay path | wr_rq | full_inst.full | 90
min in group asynchronous | rst_n | full_inst.wptr[1] | 550
worst max register to register | empty_inst.empty | empty_inst.empty | 290
min in group clk0 | sync_w2r_inst.rsync_ptr1[1] | sync_w2r_inst.rsync_ptr2[1] | 360
max in group clk0 | rd_rq | empty_inst.empty | 200
worst min-delay path | empty_inst.rptr[2] | sync_r2w_inst.wsync_ptr1[2] | 310
max in group asynchronous | rst_n | empty_inst.empty | 1380
worst min register to register | empty_inst.rptr[2] | sync_r2w_inst.wsync_ptr1[2] | 310
==> metal layers <==
metal,vias up,wire (um),global-route usage (%)
li1,634,-,-
met1,641,1990,33.0
met2,35,1800,25.1
met3,4,280,7.69
met4,0,51,2.99
met5,-,0,0
==> state kept, by name (all words and copies together) (netlist names) <==
register	count
full_inst.bin	3
full_inst.full	1
sync_r2w_inst.wsync_ptr2	4
empty_inst.rptr	4
sync_w2r_inst.rsync_ptr2	4
sync_w2r_inst.rsync_ptr1	4
empty_inst.bin	3
full_inst.wptr	4
empty_inst.empty	1
fifomem_inst.rdata	4
fifomem_inst.fifo	32
sync_r2w_inst.wsync_ptr1	4
==> cell type report <==
class                   instances  area, um2
clock buffers                   8        110
clock inverters                 4       72.6
fillers                       358       1740
inverters                       3       11.3
multi-input cells              87        787
flip-flops and latches         68       1840
well taps                      67       83.8
repair buffers                 27        235
==> power by group <==
| group | total, mW | switching, mW | internal (mW) |
|---|---|---|---|
| registers | 1.98 | 0.298 | 1.68 |
| clock network | 0.926 | 0.372 | 0.554 |
| logic | 1.54 | 0.693 | 0.847 |
| total | 4.45 | 1.36 | 3.08 |
==> what timing repair did <==
action,4_1_cts,5_1_grt
gates resized,0,10
pin swaps,1,5
endpoints found under the setup margin,1,2
==> cell usage in the layout, fill, tap and decap left out, types with 2 or more instances in the layout <==
master	instances
a21oi_1	3
buf_4	14
bufinv_16	2
clkbuf_8	8
clkdlybuf4s50_1	13
dfrtp_1	31
dfxtp_1	4
edfxtp_1	32
ha_1	2
ha_4	2
inv_1	3
mux2i_1	4
mux4_2	8
nand2_1	8
nand2b_1	4
nand3_1	3
nor2_1	17
nor2b_1	2
nor3_1	3
xnor2_1	12
xor2_1	7
==> logic make-up (layout without fill, tap and decap cells) <==
logic type	count (synthesis)	in the layout
flip-flops	68	68
AND/OR/NAND/NOR	41	41
XOR/XNOR	21	21
multiplexers	12	12
AND-OR/OR-AND	9	9
buffers and inverters	9	42
adder cells (fa/ha/maj)	4	4
==> per-stage QoR <==
stage / power, mW / TNS [ps] / instance area [um2]
2_1_floorplan: 2.92 / 0 / 2600
3_3_place_gp: 3.36 / -323 / 2900
3_5_place_dp: 3.40 / -417 / 2900
4_1_cts: 4.36 / 0 / 3080
5_1_grt: 4.74 / 0 / 3140
6_report: 4.45 / 0 / 3140
Power is estimated from default activity; no workload was simulated.
