$ cat design/flow/config.mk
export PLATFORM = sky130hd
export DESIGN_NAME = fifo_sync_msb
export DESIGN_NICKNAME = fifo_sync_msb
export VERILOG_FILES = /design/flow/design.v
export SDC_FILE = /design/flow/constraint.sdc
export NUM_CORES = 4
export LEC_CHECK = 1
export CORE_UTILIZATION = 50
$ cat design/flow/constraint.sdc
current_design fifo_sync_msb

set clk_period 4.6
set clk_io_pct 0.2

create_clock -name clk0 -period $clk_period [get_ports {clk}]

set non_clock_inputs [all_inputs -no_clocks]
set_input_delay [expr $clk_period * $clk_io_pct] -clock clk0 $non_clock_inputs
set_output_delay [expr $clk_period * $clk_io_pct] -clock clk0 [all_outputs]
$ cat design/flow/design.v
`timescale 1ns / 1ps
module fifo_sync_msb(
    input clk,   
    input rst,
    input wr_en,
    input rd_en,
    input [DATA_WIDTH-1:0] wr_data,   
    output reg [DATA_WIDTH-1:0]rd_data,  
    output full,
    output empty
    );
    parameter DATA_WIDTH=8;     
    parameter ADDR_WIDTH=3;     
    parameter DEPTH=1<<ADDR_WIDTH;   
    reg [DATA_WIDTH-1:0] mem[0:DEPTH-1];   
    reg [ADDR_WIDTH:0] wr_ptr,rd_ptr; 
    always@(posedge clk) begin
        if(rst)
            wr_ptr<=0;
        else if(wr_en && !full) begin
            mem[wr_ptr[ADDR_WIDTH-1:0]]<=wr_data;
            wr_ptr<=wr_ptr+1;
        end
    end
    always@(posedge clk) begin
        if(rst) begin
           rd_data<=0;
            rd_ptr<=0;
        end
        else if(rd_en && !empty) begin
           rd_data<=mem[rd_ptr[ADDR_WIDTH-1:0]];
            rd_ptr<=rd_ptr+1;
        end
    end
    assign full=((wr_ptr[ADDR_WIDTH]!=rd_ptr[ADDR_WIDTH]) && (wr_ptr[ADDR_WIDTH-1:0]==rd_ptr[ADDR_WIDTH-1:0]));
    assign empty=(wr_ptr==rd_ptr);
endmodule
$ cat design/flow/run.sh
#!/bin/bash
# OpenROAD 26Q1-2900-gdf79404cd8, Yosys 0.63+post, stock flow scripts
make -C /OpenROAD-flow-scripts/flow DESIGN_CONFIG=/design/flow/config.mk WORK_HOME=/design/flow/orfs finish
==> run_summary.xml <==
<?xml version="1.0" encoding="UTF-8"?>
<metrics>
  <group name="sta">
    <metric name="grt_setup_unrepaired" unit="">no</metric>
    <metric name="fin_worst_skew" unit="ns">0.00837</metric>
    <metric name="worst_pin_slew" unit="ns">0.835</metric>
    <metric name="fin_ws" unit="ns">1.59</metric>
    <metric name="finalSetupViolCount" unit="">0</metric>
    <metric name="setup_tns" unit="ns">0</metric>
    <metric name="final-hold-violation-count" unit="">0</metric>
    <metric name="clock.fmax" unit="MHz">333</metric>
    <metric name="slew_viol_final" unit="">0</metric>
    <metric name="slew_headroom" unit="">0.442</metric>
    <metric name="final_min_period_over_clock_period" unit="">0.653</metric>
    <metric name="layout_min_cycle_time" unit="ns">3.01</metric>
  </group>
  <group name="place">
    <metric name="place.detailed.hpwl" unit="mm">3.40</metric>
    <metric name="dp.cells" unit="">277</metric>
    <metric name="weighted_congestion_at_the_end_of_routability_driven_global_placement" unit="">0.810</metric>
    <metric name="place_worst_setup_slack" unit="ns">1.28</metric>
    <metric name="port-buffer-count" unit="">21</metric>
  </group>
  <group name="yosys">
    <metric name="yosys-stat-cells" unit="">180</metric>
    <metric name="synthFlopType" unit="">sky130_fd_sc_hd__edfxtp_1</metric>
    <metric name="number_of_enable_flip_flop_cells" unit="">64</metric>
    <metric name="ys_top_cells_by_count" unit="">sky130_fd_sc_hd__edfxtp_1, sky130_fd_sc_hd__nor2_1, sky130_fd_sc_hd__dfxtp_1, sky130_fd_sc_hd__mux4_2, sky130_fd_sc_hd__mux2i_1</metric>
    <metric name="yosysUniqueCellTypes" unit="">34</metric>
    <metric name="synth.yosys.chip_area" unit="um^2">3250</metric>
    <metric name="async_flop_share" unit="">0</metric>
    <metric name="ys.warnings.count" unit="">1</metric>
    <metric name="top_cell" unit="">sky130_fd_sc_hd__edfxtp_1</metric>
    <metric name="synth_top_area_share" unit="">0.591</metric>
    <metric name="netlist_top_cells_area" unit="">sky130_fd_sc_hd__edfxtp_1, sky130_fd_sc_hd__mux4_2, sky130_fd_sc_hd__dfxtp_1</metric>
    <metric name="seq_cells_post_synth" unit="">80</metric>
    <metric name="netlist_area" unit="um^2">3250</metric>
    <metric name="postSynthAreaPerCell" unit="um^2">18.1</metric>
    <metric name="syn-instance-count" unit="">180</metric>
    <metric name="largest_area_cell" unit="">sky130_fd_sc_hd__edfxtp_1</metric>
    <metric name="register_area_share_after_synthesis" unit="">0.689</metric>
  </group>
  <group name="worst_setup_path">
    <metric name="crit_path_max_incr_delay" unit="ns">0.48</metric>
    <metric name="path_depth" unit="">5</metric>
    <metric name="criticalPathCategory" unit="">reg2out</metric>
    <metric name="timing.critical_path.cells" unit="">buf_4 &gt; xor2_2 &gt; or2_2 &gt; nor3_1 &gt; clkdlybuf4s50_1</metric>
    <metric name="crit_path_capture_type" unit="">output pin</metric>
    <metric name="timing.critical_path.buf_inv" unit="">2</metric>
    <metric name="largest_driver_fanout_on_the_critical_path" unit="">20</metric>
    <metric name="crit_path_top_delay_cell" unit="">sky130_fd_sc_hd__clkdlybuf4s50_1</metric>
    <metric name="worst_r2r_path_depth" unit="">5</metric>
    <metric name="critical_path_at" unit="ns">2.09</metric>
    <metric name="cp-start-kind" unit="">register</metric>
    <metric name="critPathRequiredTime" unit="ns">3.68</metric>
    <metric name="worst_path_dominant_cell_family" unit="">buffers and inverters</metric>
  </group>
  <group name="detailed_routing">
    <metric name="antenna-diode-count" unit="">0</metric>
    <metric name="drt-total-wl" unit="mm">5.24</metric>
    <metric name="first_iter_violations" unit="">69</metric>
    <metric name="routed_wire_length_per_instance" unit="um">17.9</metric>
    <metric name="via_per_inst" unit="">5.53</metric>
    <metric name="via_count" unit="">1620</metric>
    <metric name="firstDrtPassIters" unit="">4</metric>
    <metric name="ant_nets" unit="">0</metric>
    <metric name="number_of_drc_violations_after_detailed_routing" unit="">0</metric>
  </group>
  <group name="layout">
    <metric name="area_growth_syn_to_layout" unit="%">15.2</metric>
    <metric name="layout.filler_cells" unit="">461</metric>
    <metric name="finalNonFillerCells" unit="">293</metric>
    <metric name="finish.utilization" unit="">0.594</metric>
    <metric name="post_route_cells_drive_above_1_share" unit="">0.273</metric>
  </group>
  <group name="grt">
    <metric name="grt_start_max_net_pins" unit="">22</metric>
    <metric name="antenna_found_initial" unit="">0</metric>
    <metric name="grt_first_pass_wirelength" unit="mm">8.33</metric>
    <metric name="global_route.usage.total" unit="">0.189</metric>
    <metric name="first_global_vias" unit="">1700</metric>
    <metric name="globalRouteOverflowTotal" unit="">0</metric>
  </group>
  <group name="outcome">
    <metric name="run_status" unit="">complete, no violations</metric>
  </group>
  <group name="hold_path">
    <metric name="worstHoldPathCells" unit="">2</metric>
    <metric name="hold_path.class" unit="">reg2reg</metric>
  </group>
  <group name="clocking">
    <metric name="clock_buffers_created_by_tritoncts" unit="">9</metric>
    <metric name="cts.path.max_buffers" unit="">2</metric>
    <metric name="cts_num_sinks" unit="">80</metric>
    <metric name="root_buffer" unit="">sky130_fd_sc_hd__clkbuf_8</metric>
    <metric name="cts_post_setup_buffers_inserted" unit="">0</metric>
    <metric name="clock_tree_from_tritoncts" unit="">yes</metric>
    <metric name="post_cts_hold_buffer_count" unit="">0</metric>
    <metric name="clkTransAtPathRegs" unit="ns">0.07</metric>
    <metric name="post_cts_resized" unit="">0</metric>
    <metric name="clkLatencyLatePin" unit="ns">0.34</metric>
    <metric name="cts_htree_levels" unit="">3</metric>
  </group>
  <group name="die">
    <metric name="fp.dieH" unit="um">82.6</metric>
    <metric name="top_level_pins" unit="">22</metric>
    <metric name="core" unit="um^2">6310</metric>
    <metric name="floorplan.core_util" unit="">0.515</metric>
    <metric name="placementRows" unit="">29</metric>
    <metric name="fp.dieW" unit="um">82.6</metric>
    <metric name="floorplan.die_area" unit="um^2">6830</metric>
  </group>
  <group name="flow_run">
    <metric name="count_of_tool_warnings" unit="">25</metric>
    <metric name="cap_violations" unit="">0</metric>
  </group>
  <group name="power">
    <metric name="design_power_total" unit="W">0.00151</metric>
    <metric name="power.leakage" unit="nW">1.20</metric>
    <metric name="power_per_cell_area" unit="nW/um^2">403</metric>
    <metric name="ir_drop" unit="V">0.000253</metric>
  </group>
</metrics>
-- cells by family (layout without fill, tap and decap cells) --
group                    after synthesis  after routing  synth area share
AND-OR/OR-AND                         16             16            0.0508
XOR/XNOR                               6              6            0.0208
adder cells (fa/ha/maj)                2              2           0.00769
buffers and inverters                 13             49            0.0285
flip-flops                            80             80             0.689
multiplexers                          28             28             0.148
AND/OR/NAND/NOR                       35             35            0.0546
-- metal layers --
layer  part of all wire  GRT usage
met2               0.46      0.259
met3              0.087     0.0992
met1               0.44      0.312
met5                  0          0
met4              0.015     0.0293
-- state kept, by name (all words and copies together) (netlist names) --
signal,cells
wr_ptr,4
mem,64
rd_data,8
rd_ptr,4
-- final timing paths --
check	from	end	slack [ns]
worst max-delay path	rd_ptr[1]$_SDFFE_PP0P_	full	1.59
worst min-delay path	wr_ptr[3]$_SDFFE_PP0P_	wr_ptr[3]$_SDFFE_PP0P_	0.54
worst max register to register	rd_ptr[0]$_SDFFE_PP0P_	mem[4][6]$_DFFE_PP_	1.73
worst min register to register	wr_ptr[3]$_SDFFE_PP0P_	wr_ptr[3]$_SDFFE_PP0P_	0.54
-- worst reg2reg max path, delay by kind of cell (launching register included) --
| family | cells | cell delay (ns) |
|---|---|---|
| compound gates | 1 | 0.10 |
| simple gates | 2 | 1.07 |
| flops | 1 | 0.78 |
| xor+xnor | 1 | 0.37 |
| buf+inv | 1 | 0.18 |
-- report_power, final --
part	leakage, nW	total (W)	internal [W]	switching [W]
Sequential	0.709	0.000836	0.000809	0.0000277
Clock	0.0904	0.000474	0.000250	0.000225
Combinational	0.398	0.000198	0.000110	0.0000885
-- layout by cell type (no fill, tap or decap), drive strengths merged --
| cell | count |
|---|---|
| mux2i | 11 |
| nand4 | 1 |
| nor2b | 1 |
| nor4 | 2 |
| o21ai | 2 |
| edfxtp | 64 |
| o41a | 1 |
| or2 | 3 |
| clkbuf | 12 |
| or3b | 1 |
| o41ai | 1 |
| ha | 2 |
| a211oi | 8 |
| nand3 | 1 |
| a31o | 1 |
| nand2b | 2 |
| inv | 1 |
| mux4 | 16 |
| nor4b | 2 |
| nor2 | 17 |
| xor2 | 4 |
| a21oi | 3 |
| nand2 | 1 |
| clkdlybuf4s50 | 21 |
| bufinv | 1 |
| dfxtp | 16 |
| clkinvlp | 1 |
| xnor2 | 2 |
| buf | 11 |
| mux2 | 1 |
| clkinv | 2 |
| or3 | 2 |
| nor3 | 2 |
-- metrics by stage --
step           hold slack, ns  instance area (um^2)
2_1_floorplan           0.494                  3250
3_3_place_gp            0.517                  3560
3_5_place_dp            0.530                  3560
4_1_cts                 0.543                  3750
5_1_grt                 0.568                  3750
6_report                0.538                  3750
-- final cells by class --
type                       instances  area [um^2]  share of cell area
clock buffer                      12          135              0.0361
clock inverter                     4         47.5              0.0127
inverter                           1         3.75             0.00100
multi-input combinational         87          930               0.248
sequential                        80         2240               0.598
tap                               77         96.3              0.0257
timing repair buffer              32          293              0.0781
Power figures rest on the tool's default switching activity, not on a simulated workload.
